<file path="./config.mk">
export PLATFORM = sky130hd
export DESIGN_NAME = emissor
export DESIGN_NICKNAME = emissor
export VERILOG_FILES = /design/flow/design.v
export SDC_FILE = /design/flow/constraint.sdc
export NUM_CORES = 4
export LEC_CHECK = 1
export CORE_AREA = 10 10 70 70
export DIE_AREA = 0 0 80 80
</file>
<file path="./design.v">
module emissor(CLK, CLR, CPU_event, state, BUS);
	input CLK, CLR;
	input [4:0] CPU_event;
	output reg [2:0] state;
	output reg [5:0] BUS;
	always @(posedge CLK, posedge CLR) begin
		if (CLR) begin
			state = 3'b001;
			BUS = 6'b000000;
		end else begin
			BUS = 6'b000000;
			case (state)
				3'b001: begin  
					case (CPU_event)
						5'b00010: begin  
							state = 3'b011;  
							BUS = {3'b000, 3'b001};  
						end
						5'b00001: begin  
							state = 3'b011;  
							BUS = {3'b000, 3'b001};  
						end
						5'b10001: begin  
							state = 3'b010;  
							BUS = {3'b000, 3'b001};  
						end
						5'b01000: begin  
							state = 3'b100;  
							BUS = {3'b000, 3'b010};  
						end
						5'b00100: begin  
							state = 3'b100;  
							BUS = {3'b000, 3'b010};  
						end
					endcase
				end
				3'b010: begin  
					case (CPU_event)
						5'b00010: begin  
						end
						5'b00001: begin  
							BUS = {3'b000, 3'b001};  
						end
						5'b01000: begin  
							state = 3'b100;  
							BUS = {3'b000, 3'b100};  
						end
						5'b00100: begin  
							state = 3'b100;  
							BUS = {3'b010, 3'b100};  
						end
					endcase
				end
				3'b011: begin  
					case (CPU_event)
						5'b00010: begin  
						end
						5'b00001: begin  
							state = 3'b010;  
						end
						5'b01000: begin  
							state = 3'b100;  
						end
						5'b00100: begin  
							state = 3'b100;  
							BUS = {3'b000, 3'b010};  
						end
					endcase
				end
				3'b100: begin  
					case (CPU_event)
						5'b00010: begin  
						end
						5'b01000: begin  
						end
						5'b00100: begin  
							BUS = {3'b001, 3'b011};  
						end
						5'b00001: begin  
							state = 3'b010;
							BUS = {3'b010, 3'b011};
						end
					endcase
				end
			endcase
		end
	end
endmodule 
</file>
<file path="./constraint.sdc">
current_design emissor

set clk_period 3.4
set clk_io_pct 0.2

create_clock -name clk0 -period $clk_period [get_ports {CLK}]

set non_clock_inputs [all_inputs -no_clocks]
set_input_delay [expr $clk_period * $clk_io_pct] -clock clk0 $non_clock_inputs
set_output_delay [expr $clk_period * $clk_io_pct] -clock clk0 [all_outputs]
</file>
<file path="./run.sh">
#!/bin/bash
# OpenROAD 26Q1-2900-gdf79404cd8, Yosys 0.63+post, stock flow scripts
make -C /OpenROAD-flow-scripts/flow DESIGN_CONFIG=/design/flow/config.mk WORK_HOME=/design/flow/orfs finish
</file>
==> impl_metrics.csv <==
group,metric,value,unit
min_path,holdPathEnd,"state[0]$_DFFE_PP1P_",
routing,wirelength,1080,microns
synthesis,postSynthAreaPerCell,9.95,sq um
routing,ant_nets,0,
synthesis,yosysWarnings,1,
grt,grt_pass1_vias,395,
final_timing,fin_worst_skew,0.00137,ns
synthesis,yosys_most_used_dff,"dfrtp_1",
final_layout,final_cells,107,
min_path,holdPathStages,1,
critical_path,path_max_fanout,11,
critical_path,worstPathRequired,2.72,ns
routing,vias_per_cell,3.58,
final_layout,syn_to_final_growth,47.2,%
min_path,min_from,"state[0]$_DFFE_PP1P_",
critical_path,r2r-start,"state[1]$_DFFE_PP0P_",
critical_path,rr_endpoint,"state[0]$_DFFE_PP1P_",
die,fp_util,13.1,%
critical_path,path_cells,"clkdlybuf4s50_1",
cts,cts_max_level,1,
synthesis,seq_area_frac_synth,45.0,%
critical_path,rrSetupSlack,2.24,ns
cts,cts-resized-gates,0,
run,drv_cap,0,
critical_path,cp_num_buf_inv,1,
critical_path,critical_path.top_delay_family,"flip-flops",
cts,clock_path_buffers,2,
routing,drt_iter0_markers,22,
cts,cts_root_buffer,"clkbuf_4",
final_timing,period_used_share,59.5,%
placement,numPlacedInstances,103,
grt,antenna_found_initial,0,
pwr,p_leak,0.251,nW
min_path,min_path_type,"flip-flop to flip-flop",
final_timing,timing.final.crit_period,2.02,ns
outcome,status,"complete, no violations",
cts,cts-buffers-inserted,3,
final_timing,hold_violations,0,
critical_path,max_stage_delay,0.55,ns
pwr,power_density,345,nW/um^2
final_layout,drive_gt1_share,18.0,%
critical_path,slowest_stage,"dfrtp_1",
grt,grt_pass1_wl,1870,microns
critical_path,r2r.worst_path.cells,3,
cts,cts_setup_buffers,0,
synthesis,async_reset_ff_share,100,%
synthesis,yosys-stat-cells,45,
synthesis,edf_count,0,
placement,gp_congestion,0.753,
synthesis,synth_area,448,sq um
final_timing,drv_slew,0,
cts,clk_pin_slew,0.05,ns
cts,cts.sinks,8,
critical_path,crit_arrival,1.34,ns
synthesis,synth.distinct_cells,31,
synthesis,netlist_instances,45,
routing,drc,0,
cts,insertion_delay,0.25,ns
final_timing,timing.final.setup_violations,0,
critical_path,cp-end-kind,"output port",
final_timing,rsz0062_at_grt,"no",
die,std_cell_rows,21,
die,coreArea,3420,sq um
final_layout,layout_top_cell,"clkdlybuf4s50_1",
routing,vias,383,
routing,post_drt_wl_per_cell,10.1,microns
die,io_pins,16,
synthesis,synth_flops,8,
placement,hpwlAfterDp,856,microns
grt,grt_overflow,0,
routing,drt_first_pass_iters,4,
critical_path,path_class,"flip-flop to output port",
synthesis,ys_area,448,sq um
die,die_h,80,microns
final_timing,max_freq,494,MHz
placement,port_buffers,14,
cts,cts_tree,"done",
grt,grtUsageTotal,3.45,%
routing,num_antenna_cells,0,
die,die_w,80,microns
final_timing,setup_tns,0,ns
run,warnings,25,
final_layout,lay_top_cells,"14 x clkdlybuf4s50_1, 7 x dfrtp_1, 3 x inv_1, 3 x nand4_1, 3 x clkbuf_4",
pwr,ir_drop,0.0631,mV
die,die_area,6400,sq um
cts,cts_hold_buf,0,
grt,grt_max_degree,12,
critical_path,worstSetupStartpointType,"flip-flop",
## routing by layer
layer / vias up / track usage [%] / routed length (microns)
met2: 14 / 4.25 / 408
met1: 171 / 4.81 / 498
met5: - / 0 / 0
met3: 2 / 1.82 / 143
li1: 196 / - / -
met4: 0 / 1.41 / 28
## metrics by stage
stage	total power [mW]	area [sq um]	utilization (%)	hold WS (ns)	setup WS, ns
6_report	0.227	659	19.3	0.520	1.38
5_1_grt	0.244	659	19.3	0.539	1.30
4_1_cts	0.231	659	19.3	0.518	1.36
3_5_place_dp	0.152	633	18.5	0.505	1.47
3_3_place_gp	0.151	633	18.5	0.510	1.47
2_1_floorplan	0.131	448	-	0.475	2.04
## Yosys cell counts (2+ instances only)
| cell type | count | area (sq um) |
|---|---|---|
| inv_1 | 3 | 11.3 |
| dfrtp_1 | 7 | 175 |
| nand4_1 | 3 | 18.8 |
| a31oi_1 | 2 | 12.5 |
| nand3_1 | 2 | 10.0 |
| o21ai_1 | 2 | 10.0 |
| nor3_1 | 2 | 10.0 |
## logic make-up after synthesis
family          after synthesis  synth area share (%)
buf+inv                       5                  5.31
mux                           1                  2.51
compound gates               11                  16.5
flops                         8                  45.0
simple gates                 18                  27.9
other cells                   1                 0.837
xor+xnor                      1                  1.96
## sequential cells by signal, indices dropped and copies added (netlist names)
name / flops
BUS: 5
state: 3
## how the worst max path moves through the flow
stage | from | endpoint | slack [ns] | cells past startpoint
CTS | state[0]$_DFFE_PP1P_ | state[0] | 1.36 | 1
global route | state[1]$_DFFE_PP0P_ | state[1] | 1.30 | 1
finish | state[1]$_DFFE_PP0P_ | state[1] | 1.38 | 1
## where the power goes
| group | leakage [nW] | switching, mW | internal, mW | total, mW |
|---|---|---|---|---|
| Combinational | 0.137 | 0.0157 | 0.0253 | 0.0410 |
| Sequential | 0.0992 | 0.0100 | 0.0993 | 0.109 |
| Clock | 0.0150 | 0.0319 | 0.0449 | 0.0768 |
## final cells by class
| cell class | instances | area, sq um |
|---|---|---|
| Clock buffer | 4 | 26.3 |
| Tap cell | 46 | 57.6 |
| Multi-Input combinational cell | 32 | 223 |
| Fill cell | 381 | 2760 |
| Timing Repair Buffer | 14 | 140 |
| Inverter | 3 | 11.3 |
| Sequential cell | 8 | 201 |
Power and IR drop assume default switching activity.
