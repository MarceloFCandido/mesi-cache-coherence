<file path="flow/run.sh">
#!/bin/bash
# OpenROAD 26Q1-2900-gdf79404cd8, Yosys 0.63+post, stock flow scripts
make -C /OpenROAD-flow-scripts/flow DESIGN_CONFIG=/design/flow/config.mk WORK_HOME=/design/flow/orfs finish
</file>
<file path="flow/config.mk">
export PLATFORM = sky130hd
export DESIGN_NAME = ouvinte
export DESIGN_NICKNAME = ouvinte
export VERILOG_FILES = /design/flow/design.v
export SDC_FILE = /design/flow/constraint.sdc
export NUM_CORES = 4
export LEC_CHECK = 1
export CORE_AREA = 10 10 70 70
export DIE_AREA = 0 0 80 80
</file>
<file path="flow/constraint.sdc">
current_design ouvinte

set clk_period 1.7
set clk_io_pct 0.2

create_clock -name clk0 -period $clk_period [get_ports {CLK}]

set non_clock_inputs [all_inputs -no_clocks]
set_input_delay [expr $clk_period * $clk_io_pct] -clock clk0 $non_clock_inputs
set_output_delay [expr $clk_period * $clk_io_pct] -clock clk0 [all_outputs]
</file>
<file path="flow/design.v">
module ouvinte(CLK, CLR, CPU_event, state, BUS);
	input CLK, CLR;
	input [4:0] CPU_event;
	output reg [5:0] BUS;
	output reg [2:0] state;
	always @(posedge CLK, posedge CLR) begin
		if (CLR) begin
			state = 3'b001;
			BUS = 6'b000_000;
		end else begin
			case (state) 
				3'b001: begin  
				end
				3'b010: begin  
					case (CPU_event)
						5'b10000: begin  
							state = 3'b001;  
						end
						5'b00100: begin  
							state = 3'b001;  
						end
						5'b00001: begin
						end
					endcase
				end
				3'b011: begin  
					case (CPU_event)
						5'b10000: begin  
							state = 3'b001;  
						end
						5'b00100: begin  
							state = 3'b001;  
						end
						5'b00001: begin  
							state = 3'b010;  
						end
					endcase
				end
				3'b100: begin  
					case (CPU_event)
						5'b00001: begin  
							state = 3'b010;  
							BUS = {3'b010, 3'b001};  
						end
						5'b00100: begin
							state = 3'b010;  
							BUS = {3'b010, 3'b001};  
						end
					endcase
				end
			endcase
		end
	end
endmodule 
</file>
==> run notes <==
Quick summary of the implementation run below.

The kind of cell with the highest combined delay along the critical path is flip-flops. As logged by OpenROAD, the buffers inserted on ports number 8. Counting every instance in the synthesized netlist gives 20.

The basic-gate share of the synthesized area counting and, or, nand and nor cells came out at under 10%. Dividing the detail-routed via count by the number of cells gives between 1.5 and 2. The nature of the critical path startpoint is a flip-flop.

The pre-CTS setup slack is 64.1 ps. The routed design uses 264 um of met2 wire. The root buffer cell is clkbuf_4. The routed design shows a wire length per standard cell of ~7.6 um. The area growth from synthesis to final layout came out at 74.3%. The register with the most flip-flops in the layout has 2 of them. The total area of multi-input combinational cells is slightly below 90 sq um.

The total of endpoints with negative setup slack in the final report came out at 0. The routability congestion estimate is around 0.64. The main area contributors are buf_4 (29%), dfstp_2 (15%), dfrtp_1 (14%), a2111oi_2 (8.3%), inv_1 (6.3%). The clock skew after layout came out at 7.61 ps.

The via count of the first global-routing pass is between 200 and 250. The fraction of synthesized cell area taken by the top area cell type came out at around 30%. The total leakage power is 0.112 nW.

Along the worst path, the maximum fanout reaches 3. Of all cell types, the one taking the most synthesized area is buf_4. The synthesized netlist contains 12 unique library cells. The endpoint identified for the worst register-to-register timing path is state[0]$_DFFE_PP1P_. Looking at the VDD voltage map, the peak drop is roughly 0.096 mV. The reported max-cap violation count is 0.

The HPWL after detailed placement is 528 um. The multiplexer area fraction after synthesis is 0%. The pre-placement core utilization is 5.27%. The clock edge transition at the registers on the reported setup and hold paths came out at around 40 ps.

Once synthesis finished, the tally of register bits stood at 2. The placeable core region is between 3000 and 4000 sq um. The antenna cell count is 0. The detailed router's first-iteration violation count came out at 10. The critical path endpoint has a required time of around 1400 ps. The DRC violation count after routing came out at 0.

The mean instance size in the synthesized netlist is 9.01 sq um. The buffer count from post-CTS setup fixing is 0. TritonCTS built the clock tree. The layout cell share with drive strength beyond 1 came out at approximately 23%.

The chip occupies 6400 sq um. The initial antenna violation count came out at 0. At the worst endpoint, the arrival time is approximately 1200 ps. The floorplan die height came out at approximately 80 um.

The maximum clock path buffer count came out at 2. The report lists the power per cell area as just over 600 nW/um^2. The final timing report derives a shortest allowable period of 1550 ps. The maximum cell stage delay along the critical path is 530 ps. The number of cells on the worst reg-to-reg path is 3.

The final count of pins violating max slew is 0. Signal nets in the final route climb as high as met3. Per the cell usage report, the commonest logic cells after layout are clkdlybuf4s50_1 (8), conb_1 (7), inv_1 (3), clkbuf_4 (3). Global routing consumed, over all layers together, between 2 and 2.5% of the routing resources. The worst path meets setup with approximately 150 ps of slack. The sequential share of the synthesized area is 28.5%.

The synthesis area per yosys is 180 sq um. The largest net degree at the start of global routing is 5. In the log, the iteration count for the first detailed-route pass is 4. The count of buffer and inverter cells on the critical path is 1. The depth of the CTS H-tree is 1.

The maximum clock frequency came out at 645 MHz. The top logic cell family in the synthesized netlist is buffers and inverters. The type of the worst min-delay path is input port to asynchronous set/reset pin. In this run, the synthesized area fraction spent on AND-OR/OR-AND gates is recorded as 23.6%. In this run the critical path is formed by clkdlybuf4s50_1. The launch point of the worst register-to-register path is recorded as state[1]$_DFFE_PP0P_. According to the floorplan log, the row count is 21.

STA classifies the critical path endpoint as an output pin. The area of the mapped netlist is around 180 sq um. The count of filler cells inserted in the layout came out at just over 400.

The source-to-sink clock delay at the later pin of the worst-skew pair is about 230 ps. The synthesized-area fraction occupied by adder cells came out at 0%. The most frequent logic cell in the layout is clkdlybuf4s50_1. The number of hold-slack violations in the final timing report came out at 0.

The setup slack of the most critical reg-to-reg path came out at approximately 770 ps. The warning total across the stage logs is 25. The number of cells in the yosys synthesis report came out at 20.

The first-pass GRT wire length came out at roughly 970 um. The leftover overflow at the end of global routing is 0. Among all stages on the critical path, the largest delay is contributed by dfstp_2. The number of buffers added by the clock tree synthesis step came out at 3.

The critical path is of the flip-flop to output pin type. The post-detailed-route count of antenna-violating nets is 0. The run finished with clean final reports.

The warning tally printed by Yosys for this design is 1. According to the I/O placement log, the pin count is 16.

The horizontal extent of the die came out at ~80 um. The quantity of gates resized following cts came out at 0. The routed length on met3 came out at 124 um. After detailed routing, the wire length on met1 is 195 um. Of the available clock period, the critical path in the final layout requires between 90% and 100%. The sink count of the clock tree came out at 2. Setup repair after global routing left no endpoint under its margin. The sequential cell area in the final layout came out at 51.3 sq um. The area share of xor/xnor cells in the synthesized design is under 10%.

The post-cts hold-fix buffer tally is 0. The setup TNS after final layout is 0 ps. Summed over all layers, the routed wires come to slightly below 600 um.

The via count of the routed design came out at between 100 and 150.
cell families after synthesis:
| group | after synthesis |
|---|---|
| buf+inv | 10 |
| compound gates | 4 |
| flops | 2 |
| simple gates | 2 |
| xor+xnor | 1 |
| other cells | 1 |
through the flow:
stage	hold slack [ps]	power (W)	area (sq um)	util, %	std cells
2_1_floorplan	80.5	0.0000647	203	-	26
3_3_place_gp	508	0.0000728	288	8.42	73
3_5_place_dp	510	0.0000731	288	8.42	73
4_1_cts	260	0.000199	314	9.19	77
5_1_grt	263	0.000208	314	9.19	77
6_report	264	0.000190	314	9.19	77
cell usage after synthesis, drive strengths merged:
cell     number
dfstp         1
nor2          1
or2           1
dfrtp         1
inv           3
o31a          1
buf           7
xnor2         1
a2111oi       1
a31oi         1
conb          1
o32a          1
layer usage:
metal / global-route usage, % / up-vias
li1: - / 73
met3: 2.61 / 0
met2: 2.97 / 9
met4: 0.704 / 0
met5: 0 / -
met1: 1.66 / 64
power breakdown:
| part | leakage (nW) | internal, W | total [W] | switching [W] |
|---|---|---|---|---|
| combinational | 0.0726 | 0.0000146 | 0.0000238 | 0.00000923 |
| sequential | 0.0243 | 0.0000480 | 0.0000480 | 0.00000000000644 |
| clock | 0.0150 | 0.0000874 | 0.000118 | 0.0000306 |
final cells by class:
class,instances,area share (%)
timing repair buffer,8,25.5
sequential,2,16.3
tap,46,18.3
clock buffer,4,8.37
inverter,3,3.59
multi-input combinational,14,27.9
worst max path at each step:
stage | cells after the start | slack, ps | startpoint | endpoint
6_report | 1 | 150 | state[0]$_DFFE_PP1P_ | state[0]
5_1_grt | 1 | 100 | state[0]$_DFFE_PP1P_ | state[0]
4_1_cts | 1 | 130 | state[0]$_DFFE_PP1P_ | state[0]
Power figures rest on the tool's default switching activity, not on a simulated workload.
